<file path="design/flow/run.sh">
#!/bin/bash
# OpenROAD 26Q1-2900-gdf79404cd8, Yosys 0.63+post, stock flow scripts
make -C /OpenROAD-flow-scripts/flow DESIGN_CONFIG=/design/flow/config.mk WORK_HOME=/design/flow/orfs finish
</file>
<file path="design/flow/config.mk">
export PLATFORM = sky130hd
export DESIGN_NAME = kernel
export DESIGN_NICKNAME = kernel
export VERILOG_FILES = /design/flow/design.v
export SDC_FILE = /design/flow/constraint.sdc
export NUM_CORES = 4
export LEC_CHECK = 1
export CORE_UTILIZATION = 50
</file>
<file path="design/flow/constraint.sdc">
current_design kernel

set clk_period 17.7
set clk_io_pct 0.2

create_clock -name clk0 -period $clk_period [get_ports {CLK}]

set non_clock_inputs [all_inputs -no_clocks]
set_input_delay [expr $clk_period * $clk_io_pct] -clock clk0 $non_clock_inputs
set_output_delay [expr $clk_period * $clk_io_pct] -clock clk0 [all_outputs]
</file>
<file path="design/flow/design.v">
module kernel(
    input  logic            CLK,
    input  logic            RESETn,
    input  logic            shift,
    input  logic     [7:0]  wa,wb,wc, wd,we,wf, wg,wh,wi, in_a, in_b, in_c,
    output logic     [15:0] out_val        
    );
    logic [7:0] d_0,q_0, d_1,q_1, d_2,q_2, d_3,q_3, d_4,q_4, d_5,q_5;
    logic [17:0] n0,n1,n2;
    logic [18:0] n3;
    logic [19:0] n4;
    always_ff @(posedge CLK, negedge RESETn)
    begin
        if(~RESETn)
            begin
            q_0  <= 8'b0;
            q_1  <= 8'b0;
            q_2  <= 8'b0;
            q_3  <= 8'b0;
            q_4  <= 8'b0;
            q_5  <= 8'b0;
            end
        else
            begin
            q_0  <= d_0;
            q_1  <= d_1;
            q_2  <= d_2;
            q_3  <= d_3;
            q_4  <= d_4;
            q_5  <= d_5;
            end
    end
    always_comb begin
       d_0 = q_0;
       d_1 = q_1;
       d_2 = q_2;
       d_3 = q_3;
       d_4 = q_4;
       d_5 = q_5;
       if (shift == 1'b1)
       begin
           d_0 = in_a;
           d_1 = q_0;
           d_2 = in_b;
           d_3 = q_2;
           d_4 = in_c;
           d_5 = q_4;
       end
    end
    always_comb begin
       n0 = wc*in_a + wb*q_0 + wa*q_1;
       n1 = wf*in_b + we*q_2 + wd*q_3;
       n2 = wi*in_c + wh*q_4 + wg*q_5;
    end
    assign n3 = n0 +n1;
    assign n4 = n3 +n2;
    assign out_val = n4[19:4];
endmodule
</file>
==> metrics.cfg <==
[status]
status=finished, final reports clean

[cells_and_area]
drive_gt1_share_pct=2.977
stdcell_count=2936
syn2layout_area_growth_pct=8.855
lay_top_cells=inv_1, fa_1, and2_1
finish.utilization_pct=55.58
n_fill_cell=3927
layout_top_cell=inv_1

[hold_path]
min-delay-start=q_0[7]$_DFFE_PN0P_
hold_end=q_0[7]$_DFFE_PN0P_
hp-class=reg2reg
whs_path_depth=2

[synth]
synth_seq_share_pct=5.425
synth_area_mm2=0.02214
ys.flops=48
synthDistinctLibCells=40
synthFlopType=dfrtp_1
postSynthAreaPerCell_um2=9.827
yosys_warnings=1
async_reset_ff_share_pct=100.0
edf_count=0
yosys_cells=2253
syn-instance-count=2253
ys_chip_area_mm2=0.02214

[global_routing]
antenna_found_initial=0
overflow=0
grt_pass1_wl_um=91180
grt_max_degree=30
track_usage_pct=29.53
grt_pass1_vias=15896

[placement]
place.gp.congestion=0.9298
hpwl_um=49790
io_buffers=114
place_inst=2928

[clock_tree]
cts_made_buffers=5
cts_tree=built
cts.repair.resized=0
h-tree-depth=2
clock-sinks=48
cts_setup_buffers=0
ctsHoldBuffers=0
path_clk_slew_ns=0.08
cts-root-buf=clkbuf_16
insertion_delay_ns=0.34
clock_path_buffers=2

[run]
drv_cap=0
warnings=31

[final_timing]
hold_violations=0
period_minus_slack_ns=15.75
slew_headroom_pct=49.35
post-route-period-util_pct=88.97
final.setup.tns_ns=0
timing.fmax_ghz=0.06350
tightest_slew_ns=0.7518
skew_ns=0.02465
rsz0062_at_grt=false
slew_violations=0
final-setup-viol-count=0

[setup_path]
cp.required_ns=14.16
reg2reg_to=q_1[2]$_DFFE_PN0P_
crit_type=in2out
worstReg2RegStart=q_0[2]$_DFFE_PN0P_
cp.arrival_ns=12.21
path_max_fanout=9
cp-end-kind=output pin
r2r_cells=1
r2r_slack_ns=16.62
worstSetupStartpointType=primary input

[drt]
dr.pass1.iters=4
vias=14424
insertedDiodeCount=0
drc=0
postRouteAntennaNets=0
drtIter0Drc=507
via_per_inst=4.913
detail_route.wl_per_cell_um=18.89
drt_wl_total_um=55470

[floorplanning]
core_mm2=0.04336
dieWidth_um=212.4
rows=76
dieArea_mm2=0.04513
pin_count=115
fp_util_pct=51.06
die_h_um=212.4

## cell type report
class                   count  area (um^2)  area share, %
clock inverters             3        47.55         0.1973
multi-input cells        1507        18320          76.00
clock buffers               5        125.1         0.5191
repair buffers            119         1169          4.849
inverters                 669         2511          10.42
flip-flops and latches     48         1201          4.984
well taps                 585        732.0          3.037
## cell usage after synthesis, types with 2 or more instances
| library cell | count | area [um^2] |
|---|---|---|
| a21oi_1 | 17 | 85.08 |
| fa_1 | 542 | 10850 |
| o21ai_0 | 8 | 40.04 |
| xor2_1 | 2 | 17.52 |
| nand2_1 | 194 | 728.2 |
| xnor2_1 | 13 | 113.9 |
| dfrtp_1 | 48 | 1201 |
| buf_2 | 3 | 15.01 |
| o211ai_1 | 2 | 15.01 |
| mux2_2 | 48 | 540.5 |
| clkbuf_1 | 26 | 97.59 |
| inv_1 | 669 | 2511 |
| a21o_1 | 3 | 22.52 |
| and2_1 | 394 | 2465 |
| ha_1 | 255 | 3191 |
| and3_1 | 3 | 18.77 |
| o21a_1 | 2 | 15.01 |
| a21boi_0 | 2 | 15.01 |
## flip-flops by register name, indices dropped and copies added (netlist names)
name  count
q_2       8
q_3       8
q_5       8
q_4       8
q_0       8
q_1       8
## how the worst max path moves through the flow
stage,slack (ns),start,to,cells after the start
finish,1.95,in_b[5],out_val[15],23
global route,1.25,in_b[5],out_val[15],23
CTS,1.85,in_b[5],out_val[15],23
## per-stage QoR
stage	hold slack [ns]	instance area, um^2	setup WS [ns]
2_1_floorplan	0.5712	22140	3.909
3_3_place_gp	0.6792	23930	1.873
3_5_place_dp	0.6829	23930	1.894
4_1_cts	0.7015	24100	1.846
5_1_grt	0.7402	24100	1.250
6_report	0.6977	24100	1.952
## routing by layer
metal	GRT usage, %	wire length (um)	up-vias	part of all wire, %
li1	-	-	6648	-
met1	47.28	24340	7324	44
met2	42.02	24820	425	45
met3	12.35	5457	27	9.8
met4	3.126	846	0	1.5
met5	0	0	-	0
## cell families after synthesis
kind of cell / count (synthesis) / synth area share, %
buffers and inverters: 698 / 11.85
flip-flops: 48 / 5.425
AND/OR/NAND/NOR: 601 / 14.82
AND-OR/OR-AND: 45 / 1.407
adder cells (fa/ha/maj): 797 / 63.42
XOR/XNOR: 15 / 0.5934
multiplexers: 49 / 2.486
## worst max-delay path, cell delays in order
cell             delay, ns
clkdlybuf4s50_1       0.71
and2_1                0.31
fa_1                  0.51
fa_1                  0.55
inv_1                 0.05
fa_1                  0.57
fa_1                  0.46
fa_1                  0.53
fa_1                  0.52
inv_1                 0.06
fa_1                  0.51
fa_1                  0.52
fa_1                  0.49
inv_1                 0.05
fa_1                  0.47
inv_1                 0.04
ha_1                  0.35
a21oi_1               0.28
nand2_1               0.12
o21ai_0               0.62
o21ai_0               0.26
xnor2_1               0.19
clkdlybuf4s50_1       0.48
