File: flow/run.sh
#!/bin/bash
# OpenROAD 26Q1-2900-gdf79404cd8, Yosys 0.63+post, stock flow scripts
make -C /OpenROAD-flow-scripts/flow DESIGN_CONFIG=/design/flow/config.mk WORK_HOME=/design/flow/orfs finish
File: flow/config.mk
export PLATFORM = sky130hd
export DESIGN_NAME = control_unit
export DESIGN_NICKNAME = control_unit
export VERILOG_FILES = /design/flow/design.v
export SDC_FILE = /design/flow/constraint.sdc
export NUM_CORES = 4
export LEC_CHECK = 1
export CORE_AREA = 10 10 87 87
export DIE_AREA = 0 0 97 97
File: flow/design.v
module control_unit(
    input  logic            CLK,
    input  logic            RESETn,
    input  logic            wr_n,
    input  logic            display,
    input  logic            clc,
    input  logic            shift,
    input  logic            shift_out,
    input  logic            addr_increment,
    output logic            WRITEn,
    output logic      [4:0] counter,
    output logic     [10:0] ADDR
    );
    enum {RESET,CALC,DISPLAY} next_state,curr_state;
    logic [10:0] next_address,curr_address;
    logic [4:0] next_counter,curr_counter;
    always_ff @(posedge CLK, negedge RESETn)
    begin
        if(~RESETn)
            begin
            curr_state   <= RESET;
            curr_address <= 11'b0;
            curr_counter <= 5'b0;
            end
        else
            begin
            curr_state   <= next_state;
            curr_address <= next_address;
            curr_counter <= next_counter;
            end
    end
    always_comb begin
       WRITEn = 1'b1;
       next_address = curr_address;
       next_counter = curr_counter;
       next_state =curr_state;
       case (curr_state)          
           RESET:begin
                 WRITEn = 1'b0;
                 next_address = curr_address + 1;
               if (curr_address == 338)begin
                        next_state = CALC;
                        next_address = 11'b0;
                    end
                 end      
           CALC:begin
                   WRITEn = wr_n;
                      if(~wr_n)begin
                         next_address = curr_address + 1;
                      end
                      else if(shift)begin
                         next_counter = curr_counter + 1;
                         if(curr_counter == 5'b11100)begin
                         next_counter = 5'b00001;
                         end
                      end 
                      else if(display)begin
                         next_address = 11'b0;
                         next_state = DISPLAY;
                         next_counter = 5'b0;
                      end
                   end       
           DISPLAY:begin
                      WRITEn = 1'b1;
                      if(addr_increment)begin
                         next_address = curr_address + 1;
                      end
                      else if(clc)begin
                         next_address = 11'b0;
                         next_state = CALC;
                      end
                   end     
       endcase
    end
    assign counter = curr_counter;
    assign ADDR    = curr_address;
endmodule
File: flow/constraint.sdc
current_design control_unit

set clk_period 3.6
set clk_io_pct 0.2

create_clock -name clk0 -period $clk_period [get_ports {CLK}]

set non_clock_inputs [all_inputs -no_clocks]
set_input_delay [expr $clk_period * $clk_io_pct] -clock clk0 $non_clock_inputs
set_output_delay [expr $clk_period * $clk_io_pct] -clock clk0 [all_outputs]
==> Slide: Implementation Results <==
Synthesis and Place & Route Summary

Clock tree
  • CTS Buf Count: 3
  • Clk ins delay skew pair: about 260 ps
  • CTS Buffer Depth: 2
  • CTS tree: built
  • CTS root buf: clkbuf_8
  • Post-CTS sizing: 0
  • Clock H-tree levels: 1
  • Post-CTS Setup Inserts: 0
  • Num Clock Sinks: 19
  • Reg clk slew, reported paths: 70 ps
  • Hold_buf cts: 0

Timing
  • Headroom to the max-slew limit: 0.586
  • Crit share post-route: 0.729
  • Worst Tran Pin Value: around 620 ps
  • F_max: roughly 380 MHz
  • Clock Skew: 3.18 ps
  • Setup Total Neg Slack: 0 ps
  • RSZ-0062 raised after global routing: false
  • Final min period: 2620 ps
  • Slew Limit Fails: 0
  • Final hold violations: 0
  • Final tally of setup violations: 0

GRT
  • Tot GR Track Use: 0.0556
  • Antenna violations before repair: 0
  • Grt ovf: 0
  • Largest net degree at the start of global routing: 24
  • Vias in the first global route: just under 900
  • Global-route wire length before repair: about 4500 µm

Outcome
  • Status: complete, no violations

Run
  • Max cap viols: 0
  • Log Warnings: 28

Placement
  • HPWL after DPL: between 1500 and 2000 µm
  • RePlAce Congestion: 0.761
  • DP Area: roughly 0.0014 mm²
  • IO buf count: 23

Die
  • FP Rows: 27
  • Floorplan Utilization: 0.194
  • Num ports: 25
  • Floorplan core area: between 0.005 and 0.006 mm²
  • Die area: 0.00941 mm²
  • Die y size: approximately 97 µm
  • Die X: slightly below 100 µm

Route
  • Drt wl/cell: roughly 12 µm
  • First-pass DRT Iterations: 4
  • Total number of vias: between 900 and 1,000
  • Drt total wl: approximately 2700 µm
  • Antenna Nets Post-Route: 0
  • # diodes: 0
  • Post-route DRC: 0
  • DRT iter0 DRCs: approximately 42
  • Avg Vias per Cell: ~4.6

Final layout
  • Number of fill cells: between 600 and 700
  • Share of cells above drive strength 1: 0.0493
  • Most numerous logic cells after layout: clkdlybuf4s50_1, dfrtp_1, a21oi_1
  • Area Growth Syn to Fin: 31.3%
  • Fin area: approximately 0.0014 mm²
  • Most frequent logic cell in the layout: clkdlybuf4s50_1

Synthesis
  • Mapped Area: between 0.001 and 0.0015 mm²
  • Yosys cell count: roughly 120
  • Register area share after synthesis: 0.435
  • Syn avg cell area: around 9.3 µm²
  • Yosys chip area: approximately 0.0011 mm²
  • Synth warn: 1
  • Synth flops: 19
  • Netlist cell types: 34
  • Post-Synthesis Cells: ~120

Worst setup path
  • CP max-delay cell: clkdlybuf4s50_1
  • FF-to-FF setup slack: 1600 ps
  • Worst setup path start: wr_n
  • CP Class: in2out
  • Worst Reg2Reg Path Length in Cells: 4
  • Reg-to-Reg Start: curr_state[2]
  • Worst stage delay on the critical path: about 500 ps
  • CP most frequent cell: clkdlybuf4s50_1
  • Worst r2r dst: curr_address[4]
  • Critical path endpoint category: primary output
  • Setup crit start kind: primary input
  • Worst Path Arrival: 1900 ps
  • Crit path capture: WRITEn
  • Max Fanout on Critical Path: 3
  • CP Data Required Time: roughly 2900 ps
  • Crit-path cells: clkdlybuf4s50_1 > nor2b_1 > a21oi_1 > clkdlybuf4s50_1

Pwr
  • PwrDens: ~510 mW/mm²
  • Peak VDD IR: slightly above 0.2 mV
  • LEAKAGE: between 0.5 and 0.6 nW

Worst hold path
  • Worst Hold Class: reg2reg
Yosys cell counts:
| master | number | area, µm² |
|---|---|---|
| nor3_1 | 1 | 5.00 |
| and4_1 | 1 | 8.76 |
| nor4b_1 | 2 | 17.5 |
| ha_1 | 4 | 50.1 |
| a41oi_1 | 1 | 8.76 |
| o31ai_1 | 7 | 52.6 |
| nor2_1 | 1 | 3.75 |
| xor2_1 | 2 | 17.5 |
| o211ai_1 | 2 | 15.0 |
| nand2_1 | 10 | 37.5 |
| a221oi_1 | 1 | 8.76 |
| a22o_1 | 1 | 8.76 |
| o21ai_0 | 8 | 40.0 |
| nand2b_1 | 2 | 12.5 |
| dfstp_2 | 1 | 26.3 |
| a21oi_1 | 11 | 55.1 |
| nor3_2 | 1 | 10.0 |
| inv_1 | 8 | 30.0 |
| buf_6 | 2 | 22.5 |
| a32o_1 | 1 | 10.0 |
| and2_1 | 2 | 12.5 |
| nand4_1 | 4 | 25.0 |
| or3_1 | 3 | 18.8 |
| clkbuf_1 | 2 | 7.51 |
| dfrtp_1 | 18 | 450 |
| a211o_1 | 1 | 8.76 |
| a21o_1 | 1 | 7.51 |
| or2_2 | 1 | 6.26 |
| nor3b_1 | 1 | 7.51 |
| o22ai_1 | 1 | 6.26 |
| nand3_1 | 8 | 40.0 |
| nor2b_1 | 2 | 12.5 |
| or4_1 | 6 | 45.0 |
| nand3b_1 | 1 | 7.51 |
worst min path at each step:
stage | start | slack, ps | cells after the start | end
4_1_cts | curr_state[0] | 510 | 1 | curr_state[0]
5_1_grt | curr_state[0] | 520 | 1 | curr_state[0]
6_report | curr_state[0] | 510 | 1 | curr_state[0]
flip-flops by register name, indices dropped and copies added (netlist names):
| register | count |
|---|---|
| curr_state | 3 |
| curr_address | 11 |
| curr_counter | 5 |
cells by family after synthesis:
logic type                 Yosys count  share of synthesized area
AOI/OAI and AO/OA                   35                      0.202
buffers and inverters               12                     0.0548
and+or+nand+nor                     46                      0.247
DFF                                 19                      0.435
xor gates and xnor gates             2                     0.0160
adders and majority gates            4                     0.0457
area by class of cell:
class | instances | area, µm² | share of cell area
repair buffers | 24 | 238 | 0.165
well taps | 72 | 90.1 | 0.0626
flip-flops and latches | 19 | 477 | 0.331
inverters | 8 | 30.0 | 0.0209
multi-input cells | 87 | 559 | 0.389
clock buffers | 4 | 45.0 | 0.0313
through the flow:
| stage | power (mW) | hold slack [ps] | utilization | std cells | setup WS (ps) |
|---|---|---|---|---|---|
| 2_1_floorplan | 0.466 | 424 | - | 118 | 1490 |
| 3_5_place_dp | 0.597 | 499 | 0.247 | 210 | 731 |
| 5_1_grt | 0.803 | 523 | 0.255 | 214 | 824 |
| 6_report | 0.741 | 508 | 0.255 | 214 | 975 |
| 4_1_cts | 0.750 | 510 | 0.255 | 214 | 943 |
| 3_3_place_gp | 0.595 | 500 | 0.247 | 210 | 701 |
critical path, delay by kind of cell:
| family | cells | cell delay (ps) |
|---|---|---|
| buffers and inverters | 2 | 990 |
| AND-OR/OR-AND | 1 | 120 |
| AND/OR/NAND/NOR | 1 | 80 |
power breakdown:
group / switching (mW) / leakage, nW / total [mW] / internal (mW)
Sequential: 0.0727 / 0.244 / 0.331 / 0.259
Combinational: 0.113 / 0.266 / 0.257 / 0.144
Clock: 0.0738 / 0.0228 / 0.153 / 0.0788
Total: 0.259 / 0.533 / 0.741 / 0.482
routing by layer:
layer,share of wire,vias to the layer above,track usage
met3,0.074,0,0.0236
li1,-,492,-
met4,0,0,0.00225
met5,0,-,0
met2,0.39,29,0.0731
met1,0.54,453,0.0852
Power figures rest on the tool's default switching activity, not on a simulated workload.
