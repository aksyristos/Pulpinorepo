===== design/flow/constraint.sdc =====
current_design convolver

set clk_period 7.3
set clk_io_pct 0.2

create_clock -name clk0 -period $clk_period [get_ports {clk}]

set non_clock_inputs [all_inputs -no_clocks]
set_input_delay [expr $clk_period * $clk_io_pct] -clock clk0 $non_clock_inputs
set_output_delay [expr $clk_period * $clk_io_pct] -clock clk0 [all_outputs]

===== design/flow/design.v =====
`timescale 1ns / 1ps
module convolver #(
parameter n = 9'h01c,      
parameter k = 9'h003,      
parameter s = 1,           
parameter N = 8,          
parameter Q = 0           
)(
input clk,
input ce,
input global_rst,
input [N-1:0] activation,
input [(k*k)*N-1:0] weight1,
output[10 + N-1:0] conv_op,
output valid_conv,
output end_conv
);
wire [17:0] tmp [k*k+1:0];
wire [7:0] weight [0:k*k-1];
parameter  IDLE=0,  PIPE_FILL=1,  PROCESS_ROW=2,  ROW_WRAP=3,  DONE=4;
reg [2:0] state, next_state;
reg [$clog2(n):0] row_idx, col_idx, wrapc;
reg [$clog2(n):0] nrow, ncol, nwrap;
reg [7:0] count, ncount;
generate
	genvar l;
	for(l=0;l<k*k;l=l+1)
	begin
        assign weight [l][N-1:0] = weight1[N*l +: N]; 		
	end	
endgenerate
assign tmp[0] = 32'h0000000;
generate
genvar i;
  for(i = 0;i<k*k;i=i+1)
  begin: MAC
    if((i+1)%k ==0)                        
    begin
      if(i==k*k-1)                         
      begin
      (* use_dsp = "yes" *)                
      mac_manual #(.N(N),.Q(Q)) mac(       
        .clk(clk),                         
        .sclr(global_rst),                 
        .a(activation),                    
        .b(weight[i]),                     
        .c(tmp[i]),                        
        .p(conv_op)                        
        );
      end
      else
      begin
      wire [N-1:0] tmp2;
      (* use_dsp = "yes" *)                
      mac_manual #(.N(N),.Q(Q)) mac(                   
        .clk(clk), 
        .sclr(global_rst), 
        .a(activation), 
        .b(weight[i]), 
        .c(tmp[i]), 
        .p(tmp2) 
        );
      variable_shift_reg #(.WIDTH(10+N),.SIZE(n-k)) SR (
          .d(tmp2),                   
          .clk(clk),                  
          .rst(global_rst),           
          .out(tmp[i+1])              
          );
      end
    end
    else
    begin
    (* use_dsp = "yes" *)                
   mac_manual #(.N(N),.Q(Q)) mac2(                    
      .clk(clk), 
      .sclr(global_rst),
      .a(activation),
      .b(weight[i]),
      .c(tmp[i]), 
      .p(tmp[i+1])
      );
    end 
  end 
endgenerate
always @(posedge clk or posedge global_rst) begin
  if(global_rst) begin
    state <= IDLE;
    row_idx <= 0;
    col_idx <= 0;
    wrapc <= 0;
    count <= 0;
  end else begin
    state <= next_state;
    row_idx <= nrow;
    col_idx <= ncol;
    wrapc <= nwrap;
    count <= ncount;
  end
end
always @(*) begin
  next_state = state;
  nrow <= row_idx;
  ncol <= col_idx;
  nwrap <= wrapc;
  ncount <= count;
  case(state)
    IDLE: begin
      if (ce)
        next_state = PIPE_FILL;
    end
    PIPE_FILL: begin
      if (count > (k - 1) * n + k - 3 ) begin
        next_state = PROCESS_ROW;
        ncount <= 0;
      end else begin
        next_state = PIPE_FILL;
        ncount <= count + 1;
      end
    end
    PROCESS_ROW: begin
      if (col_idx == n-k) begin
        if (row_idx == n-k) begin    
            next_state = DONE;
            nrow <= 0;
            ncol <= 0;
        end else begin
            nrow <= row_idx + 1;
            next_state = ROW_WRAP;
            ncol <= 0;
        end
      end else begin
        next_state = PROCESS_ROW;
        ncol <= col_idx + 1;
      end
    end
    ROW_WRAP: begin
      if (wrapc == k-2) begin
        next_state = PROCESS_ROW;
        nwrap <= 0; 
      end else begin
        next_state = ROW_WRAP;
        nwrap <= wrapc + 1;
      end
    end
    DONE: begin
      next_state = IDLE; 
    end
  endcase
end
assign valid_conv = (state == PROCESS_ROW) && (row_idx % s == 0) && (col_idx % s == 0);
assign end_conv = (state == DONE);
endmodule
module mac_manual #(
	parameter N = 18,
    parameter Q = 12
    )(
    input clk,sclr,
    input [N-1:0] a,
    input [N-1:0] b,
    input [N-1:0] c,
    output [10+N-1:0] p
    );
reg [N-1:0] q,cq; 
always@(posedge clk,posedge sclr)
 begin
    if(sclr)
    begin
        q <= 0;
        cq <=0;
    end
    else begin
        q <= a*b;                    
        cq <= c;
    end
 end
 assign p = q + cq;
endmodule
`timescale 1ns / 1ps
module variable_shift_reg #(parameter WIDTH = 18, parameter SIZE = 3) (
input clk,
input rst,
input [WIDTH-1:0] d,
output [WIDTH-1:0] out
);
reg [WIDTH-1:0] sr [SIZE-1:0];
generate
genvar i;
for(i=0;i<SIZE;i=i+1)
begin
    always@(posedge clk or posedge rst)begin
        if(rst)begin
            sr[i] <= 'd0;
        end
        else if(i == 'd0)begin
                sr[i] <= d;
        end
        else begin
                sr[i] <= sr[i-1];
        end
     end
end
assign out = sr[SIZE-1];
endgenerate
endmodule

===== design/flow/config.mk =====
export PLATFORM = sky130hd
export DESIGN_NAME = convolver
export DESIGN_NICKNAME = convolver
export VERILOG_FILES = /design/flow/design.v
export SDC_FILE = /design/flow/constraint.sdc
export NUM_CORES = 4
export LEC_CHECK = 1
export CORE_UTILIZATION = 30

===== design/flow/run.sh =====
#!/bin/bash
# OpenROAD 26Q1-2900-gdf79404cd8, Yosys 0.63+post, stock flow scripts
make -C /OpenROAD-flow-scripts/flow DESIGN_CONFIG=/design/flow/config.mk WORK_HOME=/design/flow/orfs finish

==> results.txt <==
From the run reports.

- The flow ran to the end, and the final reports show no timing, DRC or antenna violations.
- The boundary pin count reads 103.
- The iteration count of the initial detailed-routing pass is 4.
- TritonCTS built the clock tree.
- The headroom to the max-slew limit reads 0.491.
- The total of hold buffers inserted after clock tree synthesis reads 0.
- The initial DRC count is 624.
- The post-route clock period utilization is 0.652.
- The buffer count from post-CTS setup fixing is 0.
- The setup check on the worst reg-to-reg path leaves a slack of 5420 ps.
- The average cell area after synthesis is 12.9 um^2.
- The maximum ir drop on the vdd rail is 0.000183 V.
- Per the run report, area growth between synthesis and finish was 16.4%.
- The data arrival time reported for the critical path is 5250 ps.
- The terminating pin of the worst hold path reads MAC[2].genblk1.genblk1.SR.sr[17][0].
- The worst slack on hold paths is 336 ps.
- The worst hold path stage count is 0.
- The number of fill cells in the layout reads 7,766.
- The transition time at the pin with the least slew margin reads 764 ps.
- Per the OpenROAD floorplan log, the height of the die is 291 um.
- Global routing finished with a remaining overflow of 0.
- The required time of the critical path reads 7800 ps.
- The internal power is 7.55 mW.
- The fraction of layout cells with a size suffix above 1 is 0.0559.
- The share of total power dissipated in combinational logic is 0.242.
- Leaving out fill and tap cells, the most frequent cell in the layout is sky130_fd_sc_hd__dfrtp_1.
- The clock-pin slew on the worst setup and hold paths reads 60 ps.
- The largest clock skew in the final design is 9.74 ps.
- The number of different library cells used by synthesis comes to 37.
- The switching share of power reads 0.272.
- Per the post-route antenna check, the number of violating nets is 0.
- The start point of the worst min-delay path reads MAC[2].genblk1.genblk1.SR.sr[16][0].
- In the routed design, unresolved DRC markers number 0.
- The power per standard cell area is 354 nW/um^2.
- The routed wirelength normalized by instance count reads 13.1 um.
- The reg-to-reg endpoint is MAC[4].genblk1.mac2.cq[6].
- The number of maximum-capacitance violations is 0.
- The die width is 291 um.
- Yosys printed 8 warnings.
- Using the TritonRoute via totals, the vias-per-cell ratio works out to 4.15.
- The synthesized flop and latch total is 567.
- The fraction of the core area covered by cells at the end of the flow reads 0.355.
- The via count of the first global-routing pass reads 13,900.
- The number of cells on the worst reg-to-reg path is 9.
- Total global-route track usage over all layers is 0.108.
- The count of vias placed by the detailed router reads 13,200.
- The post-route setup TNS is 0 ps.
- The clock insertion delay at the later pin of the skew report is 580 ps.
- The number of buffers added by the clock tree synthesis step is 54.
- The die area reads 84,900 um^2.
- The tally of OpenROAD warnings reads 36.
- Looking at area per cell type in the netlist, the leader is sky130_fd_sc_hd__dfrtp_1.
- The critical path launch point type is an input pin.
- The number of cells in Yosys stat is 1,941.
- The number of failing hold endpoints at the final stage is 0.
- According to the hold report, the worst path is of the flop to flop type.
- Entering global routing, the biggest net connects 134 pins.
- The number of antenna violations at the first check in global routing reads 11.
- The region available for standard cell placement spans 82,500 um^2.
- The number of placement rows is 105.
- The leakage power reads 13.7 nW.
- By area the synthesized netlist is led by sky130_fd_sc_hd__dfrtp_1 (56%), sky130_fd_sc_hd__ha_1 (10%), sky130_fd_sc_hd__fa_1 (9.2%).
- The cell count after synthesis reads 1,941.
- According to the Yosys statistics, the synthesized design has a chip area of 25,100 um^2.
- The achievable frequency reads 210 MHz.
- The power share of the clock group is 0.285.
- The total placed cells including tap cells is 3,080.
- RePlAce ended its routability-driven mode at a weighted congestion of 0.825.
- Detailed placement ended at an HPWL of 28.7 mm.
- The proportion of synthesized chip area in sequential cells is 0.565.
- The proportion of netlist area held by the largest area contributor reads 0.564.
- The global-route wire length before repair reads 71.5 mm.
- The final number of max-transition violations reads 0.
- The deepest clock path buffer count is 3.
- The worst-path maximum fanout reads 31.
- The number of levels in the clock H-tree reads 2.
- The critical path start-end classification reads input pin to flop.
- The cell resize tally after clock tree synthesis reads 0.
- At the floorplan stage, the core utilization is reported as 0.305.
- The number of sinks handled by clock tree synthesis is 567.
- The source of the worst register-to-register timing path is MAC[3].genblk1.mac2.cq[0].
- The clock period minus final worst setup slack is 4760 ps.
- The last timing report of the flow puts the setup violation total at 0.
- The mapped netlist covers 25,100 um^2.
- The power share of the sequential group is 0.473.
- The capturing element type of the critical path is a flop.
- The aggregate routed wire length is 41.8 mm.
- By instance count after routing, the leading logic cell types are sky130_fd_sc_hd__dfrtp_1 (566), sky130_fd_sc_hd__inv_1 (233), sky130_fd_sc_hd__ha_1 (209), sky130_fd_sc_hd__and2_1 (203), sky130_fd_sc_hd__xnor2_1 (154).
- Setup repair after global routing left no endpoint under its margin.
- The post-route non-filler standard cell count reads 3,183.
- The switching power is 2.82 mW.
- The number of buffers inserted by port buffering is 93.
- The cell at the root of the clock tree reads sky130_fd_sc_hd__clkbuf_16.
-- worst max-delay path: stages --
cell and delay [ps]:
sky130_fd_sc_hd__buf_2 500, sky130_fd_sc_hd__buf_4 400, sky130_fd_sc_hd__nand2_1 120, sky130_fd_sc_hd__fa_1 540, sky130_fd_sc_hd__inv_1 40, sky130_fd_sc_hd__ha_1 280, sky130_fd_sc_hd__inv_1 60, sky130_fd_sc_hd__fa_1 500
sky130_fd_sc_hd__fa_1 540, sky130_fd_sc_hd__inv_1 40, sky130_fd_sc_hd__ha_1 310, sky130_fd_sc_hd__a21oi_1 180, sky130_fd_sc_hd__xnor2_1 150, sky130_fd_sc_hd__xnor2_1 130
-- power groups by stage --
stage | combinational, mW | clock, mW | sequential (mW)
after CTS | 2.55 | 3.06 | 4.94
after global routing | 2.88 | 3.18 | 5.05
final | 2.51 | 2.95 | 4.90
-- synthesized netlist by cell type, drive strengths merged --
master,instances
inv,234
a21oi,38
nand2,153
conb,1
or3,1
mux2i,3
nor2,40
dfstp,1
nand4,7
o21ai,20
a21boi,1
nor3,10
o41ai,8
and2,203
buf,23
xnor2,154
nand3,4
clkbuf,24
and4,1
dfrtp,566
nand3b,1
nand2b,12
fa,116
mux2,1
a21o,36
nor4b,1
o22ai,3
xor2,56
o2111ai,1
ha,209
nor2b,10
nor4,1
a31oi,2
-- sequential cells by signal, summed over array words and instances, names as in the netlist --
| name | cells |
|---|---|
| MAC.genblk1.genblk1.SR.sr | 400 |
| MAC.genblk1.genblk1.mac.cq | 24 |
| MAC.genblk1.genblk1.mac.q | 24 |
| MAC.genblk1.mac2.cq | 40 |
| MAC.genblk1.mac2.q | 48 |
| col_idx | 6 |
| count | 8 |
| row_idx | 6 |
| state | 5 |
| wrapc | 6 |
-- cell families (layout without fill, tap and decap cells) --
logic type | after synthesis | in the layout | share of synthesized area
AND-OR/OR-AND | 109 | 109 | 0.0270
XOR/XNOR | 210 | 210 | 0.0732
adder cells (fa/ha/maj) | 325 | 325 | 0.197
buffers and inverters | 281 | 443 | 0.0443
flip-flops | 567 | 567 | 0.565
multiplexers | 4 | 4 | 0.00179
other | 1 | 11 | 0.000149
AND/OR/NAND/NOR | 444 | 444 | 0.0922
-- worst max path at each step --
stage                         start                               to  slack, ps
after CTS             activation[2]  MAC[2].genblk1.genblk1.mac.q[7]       2550
after global routing  activation[2]         MAC[4].genblk1.mac2.q[7]       2320
final                 activation[2]  MAC[2].genblk1.genblk1.mac.q[7]       2540
-- metal layers --
metal | up-vias | GRT usage | wire length [um]
li1 | 6257 | - | -
met1 | 6562 | 0.165 | 19900
met2 | 281 | 0.148 | 17200
met3 | 83 | 0.0442 | 3640
met4 | 18 | 0.0211 | 874
met5 | - | 0 | 111
-- metrics by stage --
stage	power, mW	area (um^2)	setup WS [ps]
global route	11.1	29300	2320
finish	10.4	29300	2540
detailed placement	7.48	27300	1940
global placement	7.46	27300	1990
floorplan	6.76	25200	-1880
CTS	10.6	29200	2550
-- final cells by class --
cell class | count | area [um^2] | share of cell area
inverter | 234 | 882 | 0.0302
antenna | 2 | 5.00 | 0.000171
clock inverter | 31 | 445 | 0.0152
sequential | 567 | 14200 | 0.485
tap | 1070 | 1340 | 0.0458
timing repair buffer | 108 | 1060 | 0.0363
clock buffer | 70 | 1480 | 0.0507
multi-input combinational | 1101 | 9850 | 0.337
No activity file was given, so power comes from the tool's default toggle rates.
